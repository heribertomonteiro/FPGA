==> /design/flow/design.v <==
module ula(
    input logic[3:0] a, b,
    input logic[2:0] op,
    output logic[3:0] r,
    output logic zero
);
always_comb begin
    case(op)
        3'b000: r = a + b;
        3'b001: r = a - b;
        3'b010: r = a & b;
        3'b011: r = a | b;
        3'b100: r = a ^ b;
        3'b101: r = (a == b) ? 4'b0001 : 4'b0000;
        default: r = 4'b000;
    endcase
end
assign zero = (r == 0);
endmodule
==> /design/flow/run.sh <==
#!/bin/bash
# OpenROAD 26Q1-2900-gdf79404cd8, Yosys 0.63+post, stock flow scripts
make -C /OpenROAD-flow-scripts/flow DESIGN_CONFIG=/design/flow/config.mk WORK_HOME=/design/flow/orfs finish
==> /design/flow/config.mk <==
export PLATFORM = sky130hd
export DESIGN_NAME = ula
export DESIGN_NICKNAME = ula
export VERILOG_FILES = /design/flow/design.v
export SDC_FILE = /design/flow/constraint.sdc
export NUM_CORES = 4
export LEC_CHECK = 1
export CORE_AREA = 10 10 70 70
export DIE_AREA = 0 0 80 80
==> /design/flow/constraint.sdc <==
current_design ula

set clk_period 2.4
set clk_io_pct 0.2

create_clock -name clk0 -period $clk_period

set non_clock_inputs [all_inputs -no_clocks]
set_input_delay [expr $clk_period * $clk_io_pct] -clock clk0 $non_clock_inputs
set_output_delay [expr $clk_period * $clk_io_pct] -clock clk0 [all_outputs]
==> flow_results.org <==
* Flow results

** Run status
- Result of the run :: complete, but fails checks
- Violations in the final reports :: negative setup slack

** Setup path
- The report shows a maximum critical-path fanout of 2.
- Startpoint-to-endpoint class of the critical path :: in2out
- Count of buffer and inverter cells on the critical path :: 3
- The worst setup path is launched from a primary input.
- Delay-heaviest family, CP :: AND-OR/OR-AND gates
- Max stage delay cell, worst path :: sky130_fd_sc_hd__fa_2
- The data required time reported for the critical path is 1.92 ns.
- Crit path largest cell delay :: 0.34 ns
- The worst setup path is captured at an output pin.
- In this run the critical path is formed by buf_12 -> buf_4 -> ha_4 -> fa_2 -> a221o_1 -> a32o_2 -> or3_1 -> a211oi_2 -> buf_2.
- WP data arrival :: 2.35 ns

** Global routing
- The initial antenna violation count came to 0.
- Maximum number of pins on one net before global-route repair :: 10
- Total global-route track usage over all layers is 0.0440.
- The number of global-route vias before repair came to 532.
- The first global-routing pass estimated 2440 um of wire.
- Per the GRT congestion report, total overflow comes to 0.

** Finish
- Commonest Layout Cell :: sky130_fd_sc_hd__buf_4
- The area taken by sequential standard cells is reported as 0 sq um.
- Measured on the finished design, the core utilization comes to 0.283.
- The layout summary lists the proportion of cells stronger than drive strength 1 as 0.535.
- From synthesis to final layout, the design area changed by 99.7%.
- The finished layout holds 145 standard cells, fillers aside.
- Post-Layout Inst Area :: 967 sq um
- Most used cells in the layout excluding fill and tap cells :: 22 x sky130_fd_sc_hd__buf_4, 6 x sky130_fd_sc_hd__inv_2, 6 x sky130_fd_sc_hd__ha_4, 6 x sky130_fd_sc_hd__ha_1, 6 x sky130_fd_sc_hd__dlygate4sd2_1
- Number of fillers in the final layout :: 356
- Flop count :: 0
- Per the layout report, the design carries 0 clock buffers.

** Timing
- RSZ-0062 raised after global routing :: true
- Slew @ Worst Pin :: 0.315 ns
- Achievable clock frequency :: 0.353 GHz
- Post-route period utilization is reported as 1.18.
- For the finished layout, the period the worst path requires is 2.83 ns.
- The tightest hold path in the finished design has a slack of 1.65 ns.
- Worst-case headroom to the max-slew limit :: 0.790
- Final hold violation count :: 0
- Max-slew check failures listed in the final report amount to 0.
- Worst Slack Setup Final :: -0.435 ns
- Summed negative setup slack over all endpoints :: -1.33 ns
- Count of final setup violators :: 4

** Synth
- Of the total synthesized cell area, the portion taken by full adders, half adders and majority gates is 0.393.
- Synthesis handed over a netlist of 63 instances.
- Yosys stat counts 63 cells in the synthesized netlist.
- Syn. warnings :: 1
- The area fraction of the largest cell type after synthesis is 0.310.
- Of the synthesized area, sequential elements account for 0.
- Most area-hungry cell type in the Yosys netlist :: sky130_fd_sc_hd__ha_1
- Multiplexer share of the synthesized area :: 0
- In this run, the synthesized area fraction spent on xor and xnor cells is recorded as 0.0362.
- Synth Cell Area :: 484 sq um
- Tally of unique sky130hd cells used after synthesis :: 29
- The cell-mix breakdown from Yosys lists the compound-gate area share as 0.266.
- Simple-gate share of the synthesized area :: 0.214
- For reference, the top logic cell family by area is adder cells.
- The average instance in the mapped netlist occupies 7.69 sq um.
- In the post-synthesis netlist, the biggest area contributors are sky130_fd_sc_hd__ha_1 31%, sky130_fd_sc_hd__fa_1 8.3%, sky130_fd_sc_hd__inv_1 6.2%, sky130_fd_sc_hd__a32o_1 4.1%, sky130_fd_sc_hd__nand2b_1 3.9%.
- Synthesized chip area reported by yosys :: 484 sq um

** Pwr
- Sequential cell fraction of total power :: 0
- The share of total power dissipated in the clock network is 0.
- Total power normalized to cell area comes to 186 nW/um^2.
- Switching power of the nets :: 0.0741 mW
- The switching portion of total power comes to 0.412.
- Internal power :: 0.106 mW
- Summed over all cells, the static leakage comes to 0.459 nW.
- Fraction of power consumed by combinational cells :: 1.000
- The analysis reports a worst IR drop on VDD of 0.0434 mV.

** Job
- OpenROAD warning count :: 43
- # Max-Cap Violations :: 0

** Die
- Per the OpenROAD floorplan log, the area of the die is 6400 sq um.
- After floorplanning, the core was sized to cover 3420 sq um.
- The floorplan has 21 rows.
- X dimension of the die :: 80 um
- The floorplan step set the die height to 80 um.
- Pre-placement core utilization :: 0.142
- In this run the count of I/O pins placed on the die edge is 16.

** Placement
- HPWL after DPL :: 1150 um
- The count of buffers added on input and output ports is 16.
- The congestion estimate from routability-driven global placement came to 0.836.
- Counting tap cells, the placed design contains a total of 142 instances.
- Area after detailed placement :: 866 sq um

** Routing
- First-pass iteration count of the detailed router :: 2
- Per the post-route antenna check, the number of violating nets is 0.
- Routed via count :: 565
- Antenna repair during routing inserted a diode count of 0.
- Via density :: 3.90
- The routed design has 1450 um of wire.
- For this run, design rule violations remaining after detail routing come to 0.
- In this run, the number of DRC markers left after iteration 0 of detailed routing was 21.
- WL/cell :: 9.99 um

** Clock tree
- Number of buffers inserted for hold repair after clock tree synthesis :: 0

** Worst hold path
- Type of the most critical hold path :: in2out
layer usage:
layer	global-route usage	up-vias	routed length, um
li1	-	293	-
met3	0.0170	0	133
met5	0	-	0
met2	0.0674	13	608
met1	0.0603	259	707
met4	0	0	0
synthesized netlist by cell type (2+ instances only):
cell	n
sky130_fd_sc_hd__a21o_1	2
sky130_fd_sc_hd__a21oi_1	3
sky130_fd_sc_hd__a32o_1	2
sky130_fd_sc_hd__fa_1	2
sky130_fd_sc_hd__ha_1	12
sky130_fd_sc_hd__inv_1	8
sky130_fd_sc_hd__nand2_1	3
sky130_fd_sc_hd__nand2b_1	3
sky130_fd_sc_hd__nor2_1	5
sky130_fd_sc_hd__nor2b_1	2
sky130_fd_sc_hd__o21ai_0	2
sky130_fd_sc_hd__xor2_1	2
final cells by class:
cell class | count | area [sq um] | area share
multi-input cells | 52 | 544 | 0.563
well taps | 46 | 57.6 | 0.0595
repair buffers | 39 | 320 | 0.331
inverters | 8 | 45.0 | 0.0466
final timing paths:
check,slack (ns),endpoint,from,depth (start not counted)
setup / recovery,-0.43,zero,a[0],9
hold / removal,1.65,r[0],b[0],7
logic make-up (layout without fill, tap and decap cells):
kind of cell               Yosys count  in the layout
AOI/OAI and AO/OA                   17             17
xor gates and xnor gates             2              2
adders and majority gates           14             14
buffers and inverters               11             47
and+or+nand+nor                     19             19
tightest hold or removal path, delay by kind of cell:
| kind | cells | cell delay, ns |
|---|---|---|
| AOI/OAI and AO/OA | 1 | 0.09 |
| adders and majority gates | 1 | 0.13 |
| and+or+nand+nor | 1 | 0.08 |
| buffers and inverters | 4 | 0.39 |
repair_timing:
| action | 4_1_cts | 5_1_grt |
|---|---|---|
| buffers inserted | 2 | 2 |
| pin swaps | 13 | 13 |
| hold endpoints to repair | 0 | 0 |
| gates resized | 50 | 12 |
| cloned | 0 | 0 |
| endpoints found under the setup margin | 5 | 5 |
per-stage QoR:
stage | total power [mW] | worst slack (ns)
4_1_cts | 0.173 | -0.743
3_5_place_dp | 0.159 | -1.35
5_1_grt | 0.200 | -0.494
3_3_place_gp | 0.158 | -1.35
2_1_floorplan | 0.0689 | -0.109
6_report | 0.180 | -0.435
power by group through the flow:
stage                 logic, mW  registers, mW  clock network (mW)
after CTS                 0.173              0                   0
after global routing      0.200              0                   0
final                     0.180              0                   0
Power and IR drop assume default switching activity.
